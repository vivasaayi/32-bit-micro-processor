--- flow/config.mk ---
export PLATFORM = sky130hd
export DESIGN_NAME = timer
export DESIGN_NICKNAME = timer
export VERILOG_FILES = /design/flow/design.v
export SDC_FILE = /design/flow/constraint.sdc
export NUM_CORES = 4
export LEC_CHECK = 1
export CORE_UTILIZATION = 50
--- flow/constraint.sdc ---
current_design timer

set clk_period 6.2
set clk_io_pct 0.2

create_clock -name clk0 -period $clk_period [get_ports {clk}]

set non_clock_inputs [all_inputs -no_clocks]
set_input_delay [expr $clk_period * $clk_io_pct] -clock clk0 $non_clock_inputs
set_output_delay [expr $clk_period * $clk_io_pct] -clock clk0 [all_outputs]
--- flow/run.sh ---
#!/bin/bash
# OpenROAD 26Q1-2900-gdf79404cd8, Yosys 0.63+post, stock flow scripts
make -C /OpenROAD-flow-scripts/flow DESIGN_CONFIG=/design/flow/config.mk WORK_HOME=/design/flow/orfs finish
--- flow/design.v ---
module timer (
    input wire clk,
    input wire rst_n,
    input wire [2:0] addr,
    input wire [7:0] data_in,
    output reg [7:0] data_out,
    input wire read,
    input wire write,
    input wire cs,
    output wire interrupt
);
    localparam TIMER_CTRL     = 3'b000;  
    localparam TIMER_STATUS   = 3'b001;  
    localparam TIMER_COUNT_L  = 3'b010;  
    localparam TIMER_COUNT_H  = 3'b011;  
    localparam TIMER_COMP_L   = 3'b100;  
    localparam TIMER_COMP_H   = 3'b101;  
    localparam TIMER_PRESCALE = 3'b110;  
    localparam CTRL_ENABLE    = 0;
    localparam CTRL_MODE      = 1;  
    localparam CTRL_INT_EN    = 2;
    localparam CTRL_RESET     = 3;
    localparam STATUS_MATCH   = 0;
    localparam STATUS_RUNNING = 1;
    reg [7:0] ctrl_reg;
    reg [7:0] status_reg;
    reg [31:0] counter;
    reg [31:0] compare_value;
    reg [7:0] prescaler_reg;
    reg [7:0] prescaler_count;
    wire prescaler_tick;
    wire counter_enable;
    wire compare_match;
    reg match_detected;
    assign prescaler_tick = (prescaler_count == prescaler_reg);
    assign counter_enable = ctrl_reg[CTRL_ENABLE] && prescaler_tick;
    assign compare_match = (counter == compare_value);
    assign interrupt = ctrl_reg[CTRL_INT_EN] && status_reg[STATUS_MATCH];
    always @(posedge clk or negedge rst_n) begin
        if (!rst_n) begin
            ctrl_reg <= 8'h00;
            status_reg <= 8'h00;
            counter <= 32'h00000000;
            compare_value <= 32'hFFFFFFFF;
            prescaler_reg <= 8'h00;
            prescaler_count <= 8'h00;
            match_detected <= 1'b0;
        end else begin
            if (ctrl_reg[CTRL_ENABLE]) begin
                if (prescaler_tick) begin
                    prescaler_count <= 8'h00;
                end else begin
                    prescaler_count <= prescaler_count + 1;
                end
            end
            if (ctrl_reg[CTRL_RESET]) begin
                counter <= 32'h00000000;
                status_reg[STATUS_MATCH] <= 1'b0;
                match_detected <= 1'b0;
            end else if (counter_enable) begin
                if (compare_match && !match_detected) begin
                    status_reg[STATUS_MATCH] <= 1'b1;
                    match_detected <= 1'b1;
                    if (ctrl_reg[CTRL_MODE]) begin
                        counter <= 16'h0000;
                        match_detected <= 1'b0;
                    end else begin
                        ctrl_reg[CTRL_ENABLE] <= 1'b0;
                    end
                end else if (!compare_match) begin
                    counter <= counter + 1;
                    match_detected <= 1'b0;
                end
            end
            status_reg[STATUS_RUNNING] <= ctrl_reg[CTRL_ENABLE];
            if (cs && write) begin
                case (addr)
                    TIMER_CTRL: begin
                        ctrl_reg <= data_in;
                    end
                    TIMER_STATUS: begin
                        if (data_in[STATUS_MATCH]) begin
                            status_reg[STATUS_MATCH] <= 1'b0;
                        end
                    end
                    TIMER_COUNT_L: begin
                        counter[7:0] <= data_in;
                    end
                    TIMER_COUNT_H: begin
                        counter[15:8] <= data_in;
                    end
                    TIMER_COMP_L: begin
                        compare_value[7:0] <= data_in;
                    end
                    TIMER_COMP_H: begin
                        compare_value[15:8] <= data_in;
                    end
                    TIMER_PRESCALE: begin
                        prescaler_reg <= data_in;
                    end
                endcase
            end
        end
    end
    always @(*) begin
        case (addr)
            TIMER_CTRL: data_out = ctrl_reg;
            TIMER_STATUS: data_out = status_reg;
            TIMER_COUNT_L: data_out = counter[7:0];
            TIMER_COUNT_H: data_out = counter[15:8];
            TIMER_COMP_L: data_out = compare_value[7:0];
            TIMER_COMP_H: data_out = compare_value[15:8];
            TIMER_PRESCALE: data_out = prescaler_reg;
            default: data_out = 8'h00;
        endcase
    end
endmodule
==> run summary <==
Clock transition at path regs - 80 ps
Max Cap Viol - 0
FMAX - 203 MHz
Post-synthesis instance area - 0.00472 mm2
Initial DRC count - 184
Setup TNS - 0 ps
P_leak - 1.98 nW
Global-route wire length before repair - 20200 um
Hold Vio Cnt, Final - 0
Tot GR Track Use - 0.282
Hold_buf cts - 0
Remaining DRCs - 0
Grt ovf - 0
Worst Tran Pin Value - 834 ps
Peak supply drop - 0.173 mV
Die height - 99.1 um
Final Setup Violations - 0
Clock root cell - clkbuf_8
Antenna violations before repair - 0
CP Max Fanout - 17
Top Usage Layer GRT - met1
Late-Pin Clk Latency - 350 ps
Yosys stat area - 0.00472 mm2
Cell area leaders - dfrtp_1 31%, dfstp_2 8.9%, mux2_2 8.1%
Status - finished, final reports clean
Core Region - 0.00920 mm2
I/O Buffers - 23
# Post-CTS Setup Buffers - 0
Startpoint Class - input pin
CP arrival - 3690 ps
GR met3 Demand/Resource - 0.0643
Pre-Repair DR Iteration Count - 5
Layout area overhead - 9.28%
Ys Warns - 1
DR vias - 3924
Synth async-reset ratio - 1.00
Share of post-route cells with drive strength above 1 - 0.191
GRT met2 Usage - 0.407
Antenna cell count - 0
R2R cell count - 6
Grt met1 use - 0.453
HPWL after DPL - 9240 um
Largest net degree at the start of global routing - 43
FP Core Util - 0.513
Worst hold path class - reg -> reg
Clock sinks - 75
CTS resizes - 0
EDFF count, synth - 0
Tool warnings - 26
Critical Path RT - 4960 ps
Vias in the first global route - 3639
RSZ-0062 raised after global routing - no
Num rows - 35
H-tree levels - 3
Pwr/cell area - 290 mW/mm2
Post-route ant nets - 0
Post-Syn Area per Cell - 9.61 um2
Number of buffers created by CTS - 9
WL final - 12800 um
TritonCTS clock tree - yes
Largest Register - counter
WL/cell - 20.8 um
Distinct lib cells used - 72
Seq share, synth - 0.402
Io pins - 25
Total power draw - 0.00149 W
Largest register FFs - 32
Final RePlAce weighted congestion - 0.919
Via density - 6.35
Synth Register Bits - 75
Worst setup EP type - output pin
Top flop regs - counter x32, compare_value x16
Fin crit share - 0.795
Crit path kind - in -> out
Clock skew - 9.50 ps
Synth Instances - 491
CTS Buffer Depth - 2
Yosys stat cell total - 491
Post-layout minimum cycle time - 4930 ps
Chip Area - 0.00983 mm2
Hold path cells - 1
Dominant register cell - dfrtp_1
Top cell area share - 0.313
Leading area contributor after synthesis - dfrtp_1
Relative slew slack - 0.440
Max-slew violation count - 0
X dimension of the die - 99.1 um
-- cell families (layout without fill, tap and decap cells) --
family	Yosys count	in the layout	synth area share
AND/OR/NAND/NOR	186	186	0.210
AND-OR/OR-AND	120	120	0.181
flip-flops	75	75	0.402
multiplexers	44	44	0.108
buffers and inverters	37	53	0.0414
XOR/XNOR	27	27	0.0533
adder cells (fa/ha/maj)	2	2	0.00530
-- through the flow --
| step | setup WS, ps | instance area, um2 | util | hold WS, ps | instances |
|---|---|---|---|---|---|
| 2_1_floorplan | 2690 | 4720 | - | 352 | 491 |
| 3_3_place_gp | 1330 | 4960 | 0.540 | 463 | 602 |
| 3_5_place_dp | 1360 | 4960 | 0.540 | 471 | 602 |
| 4_1_cts | 1340 | 5160 | 0.561 | 484 | 618 |
| 5_1_grt | 1180 | 5160 | 0.561 | 514 | 618 |
| 6_report | 1270 | 5160 | 0.561 | 483 | 618 |
-- critical path, cell delays in order --
cell             delay, ps
clkdlybuf4s50_1        980
inv_1                  220
nor2_1                 330
a22oi_1                150
o22ai_1                240
clkdlybuf4s50_1        510
-- synth_stat cells (12+ instances only) --
library cell,instances
nand2_1,47
nor3_1,12
nand4_1,18
a31oi_1,17
xnor2_1,20
nor2_1,37
clkbuf_1,15
a21oi_1,20
o21ai_0,23
mux2_2,34
dfstp_2,16
dfrtp_1,59
nand3_1,19
-- layout by cell type, fill, tap and decap left out, types with 8 or more instances in the layout --
cell,count
a32oi_1,8
mux2_2,34
mux2i_1,8
nor2_1,37
a31oi_1,17
xnor2_1,20
nand4_1,18
clkdlybuf4s50_1,22
and3_1,10
inv_1,8
nand3_1,19
o21ai_0,23
dfstp_2,16
dfrtp_1,59
nand2_1,47
a221oi_1,8
clkbuf_8,12
nor3_1,12
a21oi_1,20
-- routing by layer --
layer / wire length [um] / part of all wire / up-vias
met4: 353 / 0.027 / 0
met3: 768 / 0.060 / 28
li1: - / - / 1878
met2: 5690 / 0.44 / 133
met1: 6030 / 0.47 / 1885
met5: 0 / 0 / -
-- final cells by class --
class | count | area, um2
flip-flops and latches | 75 | 1900
well taps | 111 | 139
clock inverters | 3 | 22.5
multi-input cells | 379 | 2630
fillers | 808 | 4040
inverters | 8 | 30.0
repair buffers | 29 | 273
clock buffers | 13 | 169
-- worst paths after layout --
path / from / endpoint / slack, ps
min in group asynchronous: rst_n / counter[27]$_DFFE_PN0P_ / 820
worst max-delay path: addr[1] / data_out[6] / 1270
worst max register to register: counter[5]$_DFF_PN0_ / counter[16]$_DFFE_PN0P_ / 3130
worst min register to register: counter[27]$_DFFE_PN0P_ / counter[27]$_DFFE_PN0P_ / 480
worst min-delay path: counter[27]$_DFFE_PN0P_ / counter[27]$_DFFE_PN0P_ / 480
max in group asynchronous: rst_n / compare_value[13]$_DFFE_PN1P_ / 4460
-- power by group --
part           switching [W]  total [W]  internal, W
Sequential          0.000152   0.000748     0.000596
Combinational       0.000183   0.000382     0.000200
Clock               0.000184   0.000363     0.000179
Total               0.000519    0.00149     0.000974
Power figures rest on the tool's default switching activity, not on a simulated workload.
