**./design.v**
```verilog
module interrupt_controller (
    input wire clk,
    input wire rst_n,
    input wire [2:0] addr,
    input wire [7:0] data_in,
    output reg [7:0] data_out,
    input wire read,
    input wire write,
    input wire cs,
    input wire [7:0] irq_in,
    output wire [7:0] irq_out,
    output wire [2:0] irq_vector,
    input wire irq_ack
);
    localparam INT_STATUS   = 3'b000;  
    localparam INT_MASK     = 3'b001;  
    localparam INT_TRIGGER  = 3'b010;  
    localparam INT_PENDING  = 3'b011;  
    localparam INT_PRIORITY = 3'b100;  
    localparam INT_VECTOR   = 3'b101;  
    localparam INT_ACK      = 3'b110;  
    reg [7:0] mask_reg;
    reg [7:0] trigger_reg;
    reg [7:0] priority_reg;
    reg [7:0] irq_sync;
    reg [7:0] irq_prev;
    reg [7:0] edge_detect;
    reg [7:0] pending_reg;
    wire [7:0] active_irqs;
    reg [2:0] highest_priority;
    reg interrupt_active;
    always @(posedge clk or negedge rst_n) begin
        if (!rst_n) begin
            irq_sync <= 8'h00;
            irq_prev <= 8'h00;
        end else begin
            irq_sync <= irq_in;
            irq_prev <= irq_sync;
        end
    end
    always @(*) begin
        edge_detect = irq_sync & ~irq_prev;  
    end
    always @(posedge clk or negedge rst_n) begin
        if (!rst_n) begin
            pending_reg <= 8'h00;
        end else begin
            pending_reg <= pending_reg | 
                          ((trigger_reg & edge_detect) |      
                           (~trigger_reg & irq_sync));        
            if (cs && write && (addr == INT_ACK)) begin
                pending_reg <= pending_reg & ~data_in;
            end else if (irq_ack && interrupt_active) begin
                pending_reg[highest_priority] <= 1'b0;
            end
        end
    end
    assign active_irqs = pending_reg & ~mask_reg;
    always @(*) begin
        interrupt_active = 1'b0;
        highest_priority = 3'b000;
        if (active_irqs[0]) begin
            interrupt_active = 1'b1;
            highest_priority = 3'b000;
        end else if (active_irqs[1]) begin
            interrupt_active = 1'b1;
            highest_priority = 3'b001;
        end else if (active_irqs[2]) begin
            interrupt_active = 1'b1;
            highest_priority = 3'b010;
        end else if (active_irqs[3]) begin
            interrupt_active = 1'b1;
            highest_priority = 3'b011;
        end else if (active_irqs[4]) begin
            interrupt_active = 1'b1;
            highest_priority = 3'b100;
        end else if (active_irqs[5]) begin
            interrupt_active = 1'b1;
            highest_priority = 3'b101;
        end else if (active_irqs[6]) begin
            interrupt_active = 1'b1;
            highest_priority = 3'b110;
        end else if (active_irqs[7]) begin
            interrupt_active = 1'b1;
            highest_priority = 3'b111;
        end
    end
    assign irq_out = active_irqs;
    assign irq_vector = highest_priority;
    always @(posedge clk or negedge rst_n) begin
        if (!rst_n) begin
            mask_reg <= 8'hFF;      
            trigger_reg <= 8'h00;   
            priority_reg <= 8'h00;  
        end else if (cs && write) begin
            case (addr)
                INT_MASK: begin
                    mask_reg <= data_in;
                end
                INT_TRIGGER: begin
                    trigger_reg <= data_in;
                end
                INT_PRIORITY: begin
                    priority_reg <= data_in;
                end
                INT_ACK: begin
                end
            endcase
        end
    end
    always @(*) begin
        case (addr)
            INT_STATUS: data_out = irq_sync;
            INT_MASK: data_out = mask_reg;
            INT_TRIGGER: data_out = trigger_reg;
            INT_PENDING: data_out = pending_reg;
            INT_PRIORITY: data_out = priority_reg;
            INT_VECTOR: data_out = {5'b00000, highest_priority};
            default: data_out = 8'h00;
        endcase
    end
endmodule
```
**./run.sh**
```bash
#!/bin/bash
# OpenROAD 26Q1-2900-gdf79404cd8, Yosys 0.63+post, stock flow scripts
make -C /OpenROAD-flow-scripts/flow DESIGN_CONFIG=/design/flow/config.mk WORK_HOME=/design/flow/orfs finish
```
**./config.mk**
```make
export PLATFORM = sky130hd
export DESIGN_NAME = interrupt_controller
export DESIGN_NICKNAME = interrupt_controller
export VERILOG_FILES = /design/flow/design.v
export SDC_FILE = /design/flow/constraint.sdc
export NUM_CORES = 4
export LEC_CHECK = 1
export CORE_UTILIZATION = 50
```
**./constraint.sdc**
```tcl
current_design interrupt_controller

set clk_period 4.5
set clk_io_pct 0.2

create_clock -name clk0 -period $clk_period [get_ports {clk}]

set non_clock_inputs [all_inputs -no_clocks]
set_input_delay [expr $clk_period * $clk_io_pct] -clock clk0 $non_clock_inputs
set_output_delay [expr $clk_period * $clk_io_pct] -clock clk0 [all_outputs]
```
==> notes.md <==
Physical implementation

The detailed placement HPWL is slightly below 4 mm. In the routed netlist, the antenna diode instances number 0. The pre-CTS setup check shows a worst slack of approximately 0.60 ns. The number of DRC markers after the initial detailed-route iteration is a little under 90. Setup slack closes at slightly below 0.6 ns. The filler cells instantiated in the layout total between 300 and 400. Synthesis produced a netlist whose cell count is 198. The critical setup path kind is primary input to output port. The number of CTS-inserted buffers is 5. Compared with the post-synthesis result, the final layout area differs by 25.7%. The post-placement cell area is approximately 0.0028 mm2. Entering global routing, the biggest net connects 49 pins. The initial antenna violation count is 0. The placer congestion estimate is 0.919.

Per the GRT congestion report, total overflow comes to 0. The H-tree depth is 2. In this run, post-CTS repair resized a total of 0 instances.

In this run the power density over the cells is between 400 and 500 mW/mm2. The netlist area before placement is around 0.0024 mm2. Ranked by total cell area, the synthesized netlist is headed by sky130_fd_sc_hd__dfrtp_1, sky130_fd_sc_hd__mux2_2, sky130_fd_sc_hd__dfstp_2.

In this run the static leakage power is about 0.0013 uW. The post-route met1 wirelength is 2.50 mm. The number of clock sinks is about 48. In the detailed route, the total length drawn on met2 is approximately 2.5 mm.

The total count of hold-check failures in the final report is 0. The tightest min-delay check is of the flip-flop to flip-flop type. The via density per instance is a little over 6. The via count of the first global-routing pass is around 1,800. In this run the maximum-capacitance check reported violations numbering 0. Per STA, the startpoint of the critical path is addr[0]. Yosys stat counts between 150 and 200 cells in the synthesized netlist.

The floorplan row count is 24. The via count is 1,835. The CTS clock-pin slew for the worst setup and hold paths is 0.07 ns. The analysis reports a worst IR drop on VDD of roughly 0.00025 V. The core outline area is 0.00444 mm2. Per the hold report, the tightest min-delay path originates at irq_sync[6].

The worst path uses around 87% of the clock period. After detailed routing, the met3 layer carries between 300 and 400 um of wire. The cell taking the most area after synthesis is sky130_fd_sc_hd__dfrtp_1. Sequential elements use 51.3% of the synthesized area. Looking at the reg2reg group, the worst path starts from mask_reg[6]. Ranking logic cells in the layout by count gives the top entries sky130_fd_sc_hd__clkdlybuf4s50_1, sky130_fd_sc_hd__dfrtp_1, sky130_fd_sc_hd__mux2_2. The total number of warnings across the stage logs is 27. The flow ran to the end, and the final reports show no timing, DRC or antenna violations. The data arrival time reported for the critical path is roughly 3 ns. The finished cells cover about 0.0030 mm2. For this run, the number of Yosys warnings is 1. The pin slew with the least headroom to its limit is around 0.92 ns. The average cell area after synthesis is between 10 and 15 um2.

The unique cell type count in the Yosys netlist is approximately 43. The worst-case max-slew headroom was logged as a little under two fifths. The share of post-route cells with drive strength above 1 is between 20% and 30%. Buffers added to address setup during post-CTS repair amount to 0. The most used flip-flop cell after synthesis is sky130_fd_sc_hd__dfrtp_1. The die is about 71 um tall. The post-cts hold-fix buffer tally is 0. The total track usage is 24.4%. Setup repair after global routing left no endpoint under its margin. The clock tree from TritonCTS is yes. The highest routed metal layer is met4. The sum of routed wire length over all layers is between 5 and 6 mm. The minimum hold slack is roughly 0.39 ns. The top cell type by area accounts for 42.4% of the synthesized area. After detailed routing, the number of remaining DRC violations is 0. The count of TritonRoute iterations in the first routing pass is 20.

The first global-routing pass estimated approximately 9.2 mm of wire. The final setup skew is 0.00891 ns. The clock passes through at most 2 buffers. The kind of start point of the critical path is a primary input. The overall die size recorded for this design is around 0.005 mm2. The end-of-flow timing check tallies setup violations at 0. The horizontal die size is 70.7 um. The final critical-path required period is a little under 4 ns. The floorplan step records an initial core utilization of 53.1%. The number of standard cells in the layout, taps in and fillers out is between 200 and 300. Per the final report, max-transition violations number 0. The share of flip-flops with an asynchronous set or reset after synthesis is 100%. The nature of the critical path endpoint is an output port. The post-synthesis register bit count is 48. The detailed-route wire length per cell is between 15 and 20 um.

The buffer_ports step reported a buffer count of 42. The count of nets left with antenna violations once routing finished came out at 0. After detailed placement, the design holds a cell count of between 200 and 300. The maximum achievable frequency is approximately 260 MHz. The root buffer cell is sky130_fd_sc_hd__clkbuf_8. The maximum fanout along the worst path is 14. The dominant logic cell type in the layout is sky130_fd_sc_hd__clkdlybuf4s50_1. The synthesized chip area reported by yosys is ~0.0024 mm2. The sum of negative setup slack is 0 ns.

Counting flops with a built-in enable in the synthesized netlist gives 0. The count of pins on the block boundary is 44. The required time at the worst endpoint is listed as 3.60 ns. The clock insertion delay at the later pin of the skew report is 0.29 ns.
kinds of logic after synthesis:
kind of cell / synth area share [%]
AND-OR/OR-AND: 12.1
adder cells (fa/ha/maj): 0.530
buffers and inverters: 3.13
flip-flops: 51.3
multiplexers: 20.0
AND/OR/NAND/NOR: 12.8
through the flow:
step           total power [uW]  util (%)
4_1_cts                    1340      66.8
6_report                   1340      66.8
2_1_floorplan               794         -
3_3_place_gp                976      63.9
5_1_grt                    1410      66.8
3_5_place_dp                987      63.9
Yosys cell counts, types with 2 or more instances:
master and instances:
sky130_fd_sc_hd__a21o_1 2, sky130_fd_sc_hd__a221oi_1 3, sky130_fd_sc_hd__inv_1 7, sky130_fd_sc_hd__or3_1 2, sky130_fd_sc_hd__o22ai_1 3, sky130_fd_sc_hd__nand2_1 13, sky130_fd_sc_hd__dfrtp_1 40, sky130_fd_sc_hd__and3_4 2
sky130_fd_sc_hd__mux4_1 2, sky130_fd_sc_hd__mux2i_1 15, sky130_fd_sc_hd__a31oi_1 11, sky130_fd_sc_hd__mux2_2 24, sky130_fd_sc_hd__nor2b_1 2, sky130_fd_sc_hd__nand2b_1 5, sky130_fd_sc_hd__a21oi_1 7, sky130_fd_sc_hd__o21ai_0 3
sky130_fd_sc_hd__a211oi_1 4, sky130_fd_sc_hd__a22oi_1 2, sky130_fd_sc_hd__nor2_1 13, sky130_fd_sc_hd__a221oi_2 2, sky130_fd_sc_hd__and2b_1 2, sky130_fd_sc_hd__nand3_1 4, sky130_fd_sc_hd__dfstp_2 8, sky130_fd_sc_hd__buf_6 2
sky130_fd_sc_hd__buf_2 2
critical path, stage by stage:
cell                              delay [ns]
sky130_fd_sc_hd__clkdlybuf4s50_1        0.97
sky130_fd_sc_hd__mux2i_1                0.15
sky130_fd_sc_hd__o21a_1                 0.19
sky130_fd_sc_hd__a221oi_1               0.26
sky130_fd_sc_hd__clkdlybuf4s50_1        0.52
final timing paths:
| check | depth (start not counted) | endpoint | slack, ns |
|---|---|---|---|
| worst min register to register | 0 | irq_prev[6] | 0.39 |
| worst min-delay path | 0 | irq_prev[6] | 0.39 |
| worst max register to register | 7 | pending_reg[0] | 1.99 |
| min in group asynchronous | 2 | priority_reg[6] | 0.70 |
| max in group asynchronous | 2 | pending_reg[7] | 3.41 |
| worst max-delay path | 5 | data_out[1] | 0.59 |
final cells by class:
class | count | area [um2] | area share [%]
multi-input cells | 136 | 1070 | 36.2
inverters | 7 | 26.3 | 0.886
flip-flops and latches | 48 | 1210 | 40.8
well taps | 52 | 65.1 | 2.19
repair buffers | 48 | 460 | 15.5
clock buffers | 5 | 68.8 | 2.32
clock inverters | 2 | 60.1 | 2.02
metal layers:
metal	GRT usage, %	up-vias
li1	-	841
met1	40.5	918
met2	36.6	72
met3	4.34	4
met4	3.78	0
met5	0	-
power by group:
part           switching, uW  total, uW  internal [uW]
clock network            134        352            219
logic                    186        410            224
registers               53.0        574            521
total                    373       1340            964
Power and IR drop assume default switching activity.
