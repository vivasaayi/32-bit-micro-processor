==> design/flow/design.v <==
module mmu (
    input wire clk,
    input wire rst_n,
    input wire [31:0] virtual_addr,
    output wire [31:0] physical_addr,
    input wire mem_read,
    input wire mem_write,
    input wire user_mode,
    output wire page_fault,
    output wire protection_violation,
    output wire translation_valid,
    input wire [31:0] page_table_base,
    input wire mmu_enable,
    input wire tlb_flush,
    output wire [31:0] pt_addr,
    input wire [31:0] pt_data,
    output wire pt_read,
    input wire pt_ready
);
    localparam PAGE_SIZE_BITS = 12;
    localparam PAGE_TABLE_ENTRIES = 1048576;  
    wire [19:0] page_number;
    wire [11:0] page_offset;
    assign page_number = virtual_addr[31:12];
    assign page_offset = virtual_addr[11:0];
    localparam PTE_VALID_BIT = 31;
    localparam PTE_USER_BIT = 30;
    localparam PTE_WRITE_BIT = 29;
    localparam PTE_EXEC_BIT = 28;
    reg [19:0] tlb_vpn [0:15];       
    reg [31:0] tlb_pte [0:15];       
    reg [15:0] tlb_valid;            
    wire [3:0] tlb_index;
    wire tlb_hit;
    wire [31:0] tlb_pte_out;
    assign tlb_index = page_number[3:0];  
    assign tlb_hit = tlb_valid[tlb_index] && (tlb_vpn[tlb_index] == page_number);
    assign tlb_pte_out = tlb_pte[tlb_index];
    localparam PT_IDLE = 2'b00;
    localparam PT_READ = 2'b01;
    localparam PT_WAIT = 2'b10;
    localparam PT_DONE = 2'b11;
    reg [1:0] pt_state, pt_next_state;
    reg [31:0] current_pte;
    reg pt_walk_complete;
    reg [19:0] physical_page;
    reg [31:0] translated_addr;
    reg translation_error;
    reg protection_error;
    always @(*) begin
        if (!mmu_enable) begin
            translated_addr = virtual_addr;
            translation_error = 1'b0;
            protection_error = 1'b0;
            physical_page = virtual_addr[31:12];
        end else if (tlb_hit) begin
            current_pte = tlb_pte_out;
            if (current_pte[PTE_VALID_BIT]) begin
                physical_page = current_pte[27:12];  
                translated_addr = {physical_page, page_offset};
                translation_error = 1'b0;
                if (user_mode && !current_pte[PTE_USER_BIT]) begin
                    protection_error = 1'b1;  
                end else if (mem_write && !current_pte[PTE_WRITE_BIT]) begin
                    protection_error = 1'b1;  
                end else begin
                    protection_error = 1'b0;
                end
            end else begin
                translation_error = 1'b1;
                protection_error = 1'b0;
                translated_addr = 32'h00000000;
                physical_page = 20'h00000;
            end
        end else begin
            if (pt_walk_complete) begin
                if (current_pte[PTE_VALID_BIT]) begin
                    physical_page = current_pte[27:12];
                    translated_addr = {physical_page, page_offset};
                    translation_error = 1'b0;
                    if (user_mode && !current_pte[PTE_USER_BIT]) begin
                        protection_error = 1'b1;
                    end else if (mem_write && !current_pte[PTE_WRITE_BIT]) begin
                        protection_error = 1'b1;
                    end else begin
                        protection_error = 1'b0;
                    end
                end else begin
                    translation_error = 1'b1;
                    protection_error = 1'b0;
                    translated_addr = 32'h00000000;
                    physical_page = 20'h00000;
                end
            end else begin
                translation_error = 1'b0;
                protection_error = 1'b0;
                translated_addr = virtual_addr;  
                physical_page = virtual_addr[31:12];
            end
        end
    end
    assign physical_addr = translated_addr;
    assign page_fault = translation_error;
    assign protection_violation = protection_error;
    assign translation_valid = !translation_error && !protection_error;
    assign pt_addr = page_table_base + {page_number, 2'b00};  
    assign pt_read = (pt_state == PT_READ);
    always @(posedge clk or negedge rst_n) begin
        if (!rst_n) begin
            pt_state <= PT_IDLE;
            current_pte <= 32'h00000000;
            pt_walk_complete <= 1'b0;
        end else begin
            pt_state <= pt_next_state;
            case (pt_state)
                PT_DONE: begin
                    current_pte <= pt_data;
                    pt_walk_complete <= 1'b1;
                end
                default: begin
                    pt_walk_complete <= 1'b0;
                end
            endcase
        end
    end
    always @(*) begin
        pt_next_state = pt_state;
        case (pt_state)
            PT_IDLE: begin
                if (mmu_enable && !tlb_hit && (mem_read || mem_write)) begin
                    pt_next_state = PT_READ;
                end
            end
            PT_READ: begin
                pt_next_state = PT_WAIT;
            end
            PT_WAIT: begin
                if (pt_ready) begin
                    pt_next_state = PT_DONE;
                end
            end
            PT_DONE: begin
                pt_next_state = PT_IDLE;
            end
        endcase
    end
    integer i;
    always @(posedge clk or negedge rst_n) begin
        if (!rst_n) begin
            tlb_valid <= 16'h0000;
            for (i = 0; i < 16; i = i + 1) begin
                tlb_vpn[i] <= 20'h00000;
                tlb_pte[i] <= 32'h00000000;
            end
        end else if (tlb_flush) begin
            tlb_valid <= 16'h0000;
        end else if (pt_walk_complete && !tlb_hit) begin
            tlb_vpn[tlb_index] <= page_number;
            tlb_pte[tlb_index] <= current_pte;
            tlb_valid[tlb_index] <= 1'b1;
        end
    end
endmodule
==> design/flow/run.sh <==
#!/bin/bash
# OpenROAD 26Q1-2900-gdf79404cd8, Yosys 0.63+post, stock flow scripts
make -C /OpenROAD-flow-scripts/flow DESIGN_CONFIG=/design/flow/config.mk WORK_HOME=/design/flow/orfs finish
==> design/flow/config.mk <==
export PLATFORM = sky130hd
export DESIGN_NAME = mmu
export DESIGN_NICKNAME = mmu
export VERILOG_FILES = /design/flow/design.v
export SDC_FILE = /design/flow/constraint.sdc
export NUM_CORES = 4
export LEC_CHECK = 1
export CORE_UTILIZATION = 50
==> design/flow/constraint.sdc <==
current_design mmu

set clk_period 18.5
set clk_io_pct 0.2

create_clock -name clk0 -period $clk_period [get_ports {clk}]

set non_clock_inputs [all_inputs -no_clocks]
set_input_delay [expr $clk_period * $clk_io_pct] -clock clk0 $non_clock_inputs
set_output_delay [expr $clk_period * $clk_io_pct] -clock clk0 [all_outputs]
==> changes_impl.md <==
### Metrics

* Run status: did not finish
* Failing step: 1_2_yosys
* Log Error: ERROR: Found 19 problems in 'check -assert'.
* Asr flop ratio synth at between 90% and 100%
* Post-synth cell types at roughly 84
* Cell area leaders: dfrtp_1 (51%), mux2_2 (17%), mux2_4 (3.8%)
* Post-synth regs at between 600 and 700
* Synthesis area per yosys at around 0.033 sq mm
* Synth top area share at 50.9%
* Ys cells at about 2,500
* Synth warn at 3
* Top_reg_cell synth: dfrtp_1
* Dominant cell type by area after synthesis: dfrtp_1
* Flip-flops with a built-in enable at 0
cells in the mapped netlist (6+ instances only):
cell and count:
buf_1 16, a21boi_0 13, nand3_2 14, a21o_1 11, o32ai_1 10, a221oi_1 54
buf_8 6, nor2b_1 9, nand2_1 79, nand3_1 29, a21oi_1 67, o22ai_1 17
a22oi_1 125, mux2i_1 42, dfrtp_1 663, a21oi_2 8, xor2_1 13, xnor2_1 24
clkbuf_1 133, nand4_1 13, nor3_1 12, o21ai_0 31, buf_6 33, a211oi_1 12
dlxtn_1 19, o2bb2ai_1 7, nor2_1 83, buf_4 40, inv_1 46, nand3b_1 8
a22o_1 29, nand2b_1 27, o211ai_1 8, mux2_1 51, a41oi_1 14, mux2_2 494
and3_1 13, and2_1 22, mux2_4 82, a222oi_1 32, a31oi_1 12, buf_2 23
ha_1 26
cells by family after synthesis:
logic type	after synthesis	share of synthesized area (%)
simple gates	329	5.26
mux	673	24.2
xor+xnor	37	0.995
fa+ha+maj	27	1.06
buf+inv	299	4.96
flops	664	51.0
latches	19	0.875
compound gates	499	11.7
